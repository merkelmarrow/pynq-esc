**flow/config.mk**
```make
export PLATFORM = sky130hd
export DESIGN_NAME = six_step_commutator
export DESIGN_NICKNAME = six_step_commutator
export VERILOG_FILES = /design/flow/design.v
export SDC_FILE = /design/flow/constraint.sdc
export NUM_CORES = 4
export LEC_CHECK = 1
export CORE_AREA = 10 10 100 100
export DIE_AREA = 0 0 110 110
```
**flow/run.sh**
```bash
#!/bin/bash
# OpenROAD 26Q1-2900-gdf79404cd8, Yosys 0.63+post, stock flow scripts
make -C /OpenROAD-flow-scripts/flow DESIGN_CONFIG=/design/flow/config.mk WORK_HOME=/design/flow/orfs finish
```
**flow/design.v**
```verilog
`timescale 1ns / 1ps
module six_step_commutator #(
    parameter integer PWM_BITS = 12,
    parameter integer PWM_TICKS = 4096  
    ) (
    input wire clk_ctrl, rst_ctrl,
    input wire run_en,
    input wire [PWM_BITS-1:0]pwm_ctr,
    input wire hall_1, hall_2, hall_3,
    input wire [PWM_BITS-1:0]duty,
    input wire dir,
    input wire brake,  
    input wire coast,  
    output reg inha, inla, inhb, inlb, inhc, inlc
    );
    (* ASYNC_REG = "TRUE" *) reg hall_1_q1; 
	   (* ASYNC_REG = "TRUE" *) reg hall_1_q2; 
	   always @(posedge clk_ctrl or posedge rst_ctrl) begin 
	       if (rst_ctrl) begin hall_1_q1 <= 1'b0; hall_1_q2 <= 1'b0; end 
	       else begin hall_1_q1 <= hall_1; hall_1_q2 <= hall_1_q1; end 
	   end 
	   wire hall_1_ctrl = hall_1_q2;
    (* ASYNC_REG = "TRUE" *) reg hall_2_q1; 
	   (* ASYNC_REG = "TRUE" *) reg hall_2_q2; 
	   always @(posedge clk_ctrl or posedge rst_ctrl) begin 
	       if (rst_ctrl) begin hall_2_q1 <= 1'b0; hall_2_q2 <= 1'b0; end 
	       else begin hall_2_q1 <= hall_2; hall_2_q2 <= hall_2_q1; end 
	   end 
	   wire hall_2_ctrl = hall_2_q2;
    (* ASYNC_REG = "TRUE" *) reg hall_3_q1; 
	   (* ASYNC_REG = "TRUE" *) reg hall_3_q2; 
	   always @(posedge clk_ctrl or posedge rst_ctrl) begin 
	       if (rst_ctrl) begin hall_3_q1 <= 1'b0; hall_3_q2 <= 1'b0; end 
	       else begin hall_3_q1 <= hall_3; hall_3_q2 <= hall_3_q1; end 
	   end 
	   wire hall_3_ctrl = hall_3_q2;
    wire [2:0]halls;
    assign halls = {hall_3_ctrl, hall_2_ctrl, hall_1_ctrl};
    reg [2:0]sec_raw;
    always @(*) begin
        case ({halls[2], halls[1], halls[0]})
            3'b001: sec_raw = 3'd0;  
            3'b101: sec_raw = 3'd1;  
            3'b100: sec_raw = 3'd2;  
            3'b110: sec_raw = 3'd3;  
            3'b010: sec_raw = 3'd4;  
            3'b011: sec_raw = 3'd5;  
            default: sec_raw = 3'd7;  
        endcase
    end
    wire [2:0]sector = (sec_raw == 3'd7) ? 3'd7 : (dir ? (3'd5 - sec_raw) : sec_raw);
    localparam [PWM_BITS-1:0]HALF_TICKS = (PWM_TICKS / 2);
    localparam [PWM_BITS-1:0]D_MAX = {PWM_BITS{1'b1}};  
    wire [PWM_BITS-1:0]duty_clamped = (duty > D_MAX) ? D_MAX : duty;
    wire [PWM_BITS-1:0]duty_half = (duty_clamped >> 1) + duty_clamped[0];
    reg [PWM_BITS-1:0]diff_to_mid;
    always @(*) begin
        if (pwm_ctr >= HALF_TICKS)
            diff_to_mid = pwm_ctr - HALF_TICKS;
        else
            diff_to_mid = HALF_TICKS - pwm_ctr;
    end
    wire pwm_active = (diff_to_mid < duty_half);
    always @(*) begin
        inha = 1'b0; inla = 1'b0;
        inhb = 1'b0; inlb = 1'b0;
        inhc = 1'b0; inlc = 1'b0;
        if (!run_en) begin
        end else if (coast) begin
        end else if (sector == 3'd7) begin
        end else if (brake) begin
            inla = 1'b1;
            inlb = 1'b1;
            inlc = 1'b1;
        end else begin
            case (sector)
                3'd0: begin
                    inha = pwm_active; inla = 1'b0;
                    inhb = 1'b0; inlb = 1'b1;
                    inhc = 1'b0; inlc = 1'b0;
                end 3'd1: begin
                    inha = pwm_active; inla = 1'b0;
                    inhb = 1'b0; inlb = 1'b0;
                    inhc = 1'b0; inlc = 1'b1;
                end 3'd2: begin
                    inha = 1'b0; inla = 1'b0;
                    inhb = pwm_active; inlb = 1'b0;
                    inhc = 1'b0; inlc = 1'b1;
                end 3'd3: begin
                    inha = 1'b0; inla = 1'b1;
                    inhb = pwm_active; inlb = 1'b0;
                    inhc = 1'b0; inlc = 1'b0;
                end 3'd4: begin
                    inha = 1'b0; inla = 1'b1;
                    inhb = 1'b0; inlb = 1'b0;
                    inhc = pwm_active; inlc = 1'b0;
                end 3'd5: begin
                    inha = 1'b0; inla = 1'b0;
                    inhb = 1'b0; inlb = 1'b1;
                    inhc = pwm_active; inlc = 1'b0;
                end 
            endcase
        end
    end
endmodule
```
**flow/constraint.sdc**
```tcl
current_design six_step_commutator

set clk_period 4.7
set clk_io_pct 0.2

create_clock -name clk0 -period $clk_period [get_ports {clk_ctrl}]

set non_clock_inputs [all_inputs -no_clocks]
set_input_delay [expr $clk_period * $clk_io_pct] -clock clk0 $non_clock_inputs
set_output_delay [expr $clk_period * $clk_io_pct] -clock clk0 [all_outputs]
```
==> impl_report.txt <==
PHYSICAL IMPLEMENTATION REPORT
----------------------------------------------------
[Synth]
  Count of instantiated cells in the yosys netlist ........................ 117
  Chip Area, Yosys ........................ 958 um^2
  Share of synthesized registers carrying an async set or reset ........................ 1.00
  Synthesized netlist cell count ........................ 117
  Yosys cell types ........................ 36
  Yosys reg bits ........................ 6
  Top_reg_cell synth ........................ sky130_fd_sc_hd__dfrtp_1
  Sequential fraction of the synthesis area ........................ 0.157
  Total standard cell area after synthesis ........................ 958 um^2
  Synthesis Warnings ........................ 1
  Average instance area after synthesis ........................ 8.19 um^2
  Number of enable flip-flop cells ........................ 0

[Final timing]
  # setup viols final ........................ 0
  Worst clock skew on the final layout ........................ 4.43 ps
  Max transition margin ........................ 0.769
  Setup TNS ........................ 0 ps
  RSZ-0062 raised after global routing ........................ false
  Post-layout period usage ........................ 0.961
  Maximum clock frequency ........................ 221 MHz
  Clock period minus final worst setup slack ........................ 4520 ps
  Final max-slew violation count ........................ 0
  Final hold viol count ........................ 0
  Final setup margin ........................ 184 ps
  Slew @ Worst Pin ........................ 344 ps

[Die]
  Site Rows ........................ 32
  Placeable Area ........................ 0.00781 mm^2
  Ports ........................ 39
  Vertical extent of the die ........................ 110 um
  Fp_density ........................ 0.123
  Die Outline Area ........................ 0.0121 mm^2
  Die outline width ........................ 110 um

[Global routing]
  Number of global-route vias before repair ........................ 972
  Final global-route overflow total ........................ 0
  Maximum number of pins on one net before global-route repair ........................ 9
  Initial antenna violation count ........................ 0
  Total GRT Usage ........................ 0.0451
  Global-route wire length before repair ........................ 4440 um

[Placement]
  Place WS ........................ -411 ps
  Number of buffer cells added on primary ports ........................ 38
  Placer congestion estimate ........................ 0.780
  Placement-stage cell area ........................ 0.00153 mm^2
  Number of cells after detailed placement ........................ 265
  Placed wire-length estimate after detailed placement ........................ 2510 um

[Cells and area]
  Commonest non-fill, non-tap cell in the layout ........................ sky130_fd_sc_hd__clkdlybuf4s50_1
  Final core utilization ........................ 0.205
  Final design instance area without fill ........................ 0.00160 mm^2
  Layout cells sized above 1 ........................ 0.162
  Area grow syn2layout ........................ 67.0%
  Final cell count without fillers ........................ 269
  Most frequently placed logic cells in the final layout ........................ 31 x sky130_fd_sc_hd__clkdlybuf4s50_1, 15 x sky130_fd_sc_hd__ha_1, 12 x sky130_fd_sc_hd__nor2_1, 12 x sky130_fd_sc_hd__xor2_1, 11 x sky130_fd_sc_hd__buf_4

[Power and ir drop]
  Largest vdd supply drop ........................ 0.0000616 V
  Pleak ........................ 0.659 nW
  Power per unit of standard cell area ........................ 153 mW/mm^2

[Clocking]
  TritonCTS clock tree ........................ built
  Clock Pin Slew Worst Setup and Hold Paths ........................ 40 ps
  Root buffer selected by CTS ........................ sky130_fd_sc_hd__clkbuf_8
  Maximum level of the CTS H-tree ........................ 1
  TritonCTS Buffers ........................ 3
  Clk latency late pin ........................ 220 ps
  Maximum root-to-sink buffer count ........................ 2
  Sinks on the clock net ........................ 6

[Critical path]
  Signal arrival time at the worst endpoint ........................ 3580 ps
  Critical path class ........................ in2out
  Worst EP required ........................ 3760 ps
  Kind of capture point of the worst setup path ........................ output port
  Startpoint types ........................ input port
  Critical path fanouts, max ........................ 3

[Route]
  Routed length per placed instance ........................ 10.2 um
  Count of antenna-violating nets left after detailed routing ........................ 0
  Drt via density ........................ 3.55
  Total via count after detailed routing ........................ 956
  Number of DRC markers after the initial detailed-route iteration ........................ 40
  Iteration count of the initial detailed-routing pass ........................ 3
  Residual DRC ........................ 0
  Final routed wirelength across all metal layers ........................ 2740 um
  Final antenna diode count ........................ 0

[Run status]
  Outcome ........................ finished, final reports clean

[Worst hold path]
  Worst min-delay path category ........................ reg2reg

[Job]
  Max-cap check violation count ........................ 0
  Tool Warnings ........................ 27

----------------------------------------------------
per-stage QoR:
step                      power (mW)  hold WS (ps)
after floorplan                0.108           331
after global placement         0.162           335
after detailed placement       0.165           335
after CTS                      0.246           338
after global routing           0.265           343
final                          0.245           335
cell type report:
| type | count | area (um^2) |
|---|---|---|
| repair buffers | 49 | 448 |
| fillers | 870 | 6210 |
| well taps | 102 | 128 |
| multi-input cells | 102 | 807 |
| flip-flops and latches | 6 | 150 |
| inverters | 7 | 26.3 |
| clock buffers | 3 | 41.3 |
cells in the mapped netlist, types with 2 or more instances:
cell,instances,area (um^2)
sky130_fd_sc_hd__ha_1,15,188
sky130_fd_sc_hd__nor2_1,12,45.0
sky130_fd_sc_hd__xor2_1,12,105
sky130_fd_sc_hd__inv_1,7,26.3
sky130_fd_sc_hd__nand2_1,7,26.3
sky130_fd_sc_hd__dfrtp_1,6,150
sky130_fd_sc_hd__nand3_1,6,30.0
sky130_fd_sc_hd__xnor2_1,6,52.6
sky130_fd_sc_hd__a21oi_1,5,25.0
sky130_fd_sc_hd__nand2b_1,4,25.0
sky130_fd_sc_hd__nor3_1,4,20.0
sky130_fd_sc_hd__a31oi_1,3,18.8
sky130_fd_sc_hd__and3_1,3,18.8
sky130_fd_sc_hd__a211oi_1,2,15.0
sky130_fd_sc_hd__a21boi_0,2,15.0
sky130_fd_sc_hd__and4_1,2,17.5
sky130_fd_sc_hd__nand4_1,2,12.5
where the power goes:
part / switching (mW) / internal (mW)
registers: 0.00241 / 0.0546
logic: 0.0500 / 0.0629
clock network: 0.0199 / 0.0548
total: 0.0723 / 0.172
what timing repair did:
item,in CTS,in global routing
cloned,0,0
buffers inserted,2,0
pin swaps,7,5
endpoints found under the setup margin,3,3
hold buffers,0,0
gates resized,15,4
metal layers:
metal | GRT usage | wire, um | up-vias
li1 | - | - | 519
met1 | 0.0592 | 1270 | 402
met2 | 0.0711 | 1150 | 33
met3 | 0.0182 | 298 | 2
met4 | 0.00372 | 26 | 0
met5 | 0 | 0 | -
registers in the layout (all words and copies together), names as in the netlist:
name and flops:
hall_2_q2 1, hall_1_q1 1, hall_1_q2 1, hall_3_q2 1
hall_2_q1 1, hall_3_q1 1
final timing paths:
| path | from | endpoint | slack, ps | depth (start not counted) |
|---|---|---|---|---|
| worst max-delay path | pwm_ctr[1] | inhc | 180 | 13 |
| worst min-delay path | hall_1_q1 | hall_1_q2 | 340 | 0 |
| worst max register to register | hall_3_q1 | hall_3_q2 | 4230 | 0 |
| max in group asynchronous | rst_ctrl | hall_2_q1 | 3580 | 2 |
| worst min register to register | hall_1_q1 | hall_1_q2 | 340 | 0 |
| min in group asynchronous | rst_ctrl | hall_3_q2 | 930 | 2 |
worst max-delay path, stage by stage:
cell	delay, ps
sky130_fd_sc_hd__dlygate4sd2_1	240
sky130_fd_sc_hd__buf_4	130
sky130_fd_sc_hd__or4_4	530
sky130_fd_sc_hd__nor4_4	160
sky130_fd_sc_hd__nor2_1	80
sky130_fd_sc_hd__xor2_1	160
sky130_fd_sc_hd__ha_1	320
sky130_fd_sc_hd__nand2_2	80
sky130_fd_sc_hd__or3_4	380
sky130_fd_sc_hd__o221ai_4	230
sky130_fd_sc_hd__buf_4	150
sky130_fd_sc_hd__a211oi_1	50
sky130_fd_sc_hd__buf_2	110
logic make-up (layout without fill, tap and decap cells):
kind of cell,Yosys count,in the layout,share of synthesized area
and+or+nand+nor,48,48,0.291
buffers and inverters,9,59,0.0365
xor gates and xnor gates,18,18,0.164
adders and majority gates,15,15,0.196
DFF,6,6,0.157
AOI/OAI and AO/OA,20,20,0.144
muxes,1,1,0.0117
No activity file was given, so power comes from the tool's default toggle rates.
