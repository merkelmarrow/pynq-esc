## /design/flow/run.sh

```bash
#!/bin/bash
# OpenROAD 26Q1-2900-gdf79404cd8, Yosys 0.63+post, stock flow scripts
make -C /OpenROAD-flow-scripts/flow DESIGN_CONFIG=/design/flow/config.mk WORK_HOME=/design/flow/orfs finish
```

## /design/flow/config.mk

```make
export PLATFORM = sky130hd
export DESIGN_NAME = timing_hub
export DESIGN_NICKNAME = timing_hub
export VERILOG_FILES = /design/flow/design.v
export SDC_FILE = /design/flow/constraint.sdc
export NUM_CORES = 4
export LEC_CHECK = 1
export CORE_UTILIZATION = 30
```

## /design/flow/constraint.sdc

```tcl
current_design timing_hub

set clk_period 1.1
set clk_io_pct 0.2

create_clock -name clk0 -period $clk_period [get_ports {clk_ctrl}]
create_clock -name clk1 -period $clk_period [get_ports {dclk}]

set non_clock_inputs [all_inputs -no_clocks]
set_input_delay [expr $clk_period * $clk_io_pct] -clock clk0 $non_clock_inputs
set_output_delay [expr $clk_period * $clk_io_pct] -clock clk0 [all_outputs]
```

## /design/flow/design.v

```verilog
`timescale 1ns / 1ps
module timing_hub #(
    parameter integer PWM_TICKS = 4096,  
    parameter integer TS_TICKS = 512,  
    parameter integer READ_DCLKS = 24,  
    parameter integer COMPUTE_BUDGET = 399,  
    parameter integer SETTLE_TS_MIN = 7,  
    parameter integer DCLK_RATIO_NOM = 4,  
    parameter integer DCLK_RATIO_TOL = 1,  
    parameter integer DCLK_GOOD_COUNT = 255,  
    parameter integer PWM_PHASE_OFFSET = 0,
    parameter integer HB_TIMEOUT_TICKS = 64  
    ) (
    input wire clk_ctrl,
    input wire rst_ctrl,
    input wire dclk,
    input wire drdy,
    input wire mmcm1_locked,
    input wire mmcm2_locked,
    output reg [11:0]pwm_ctr,
    output reg pwm_ctr_en,
    output reg compute_trig,
    output reg [2:0]drdy_idx,
    output reg fault,
    output reg adc_sync_req,
    output reg [2:0]state
    );
    localparam [11:0]DEADLINE_TICKS = PWM_TICKS - COMPUTE_BUDGET - 1;
    localparam [2:0]
        ST_RESET = 3'd0,
        ST_DCLKCHK = 3'd1,
        ST_DRDYWAIT = 3'd2,
        ST_RUN = 3'd3,
        ST_REALIGN = 3'd4,
        ST_FAULT = 3'd5;
    (* ASYNC_REG = "TRUE" *) reg [1:0]rst_dclk_sync;
    always @(negedge dclk or posedge rst_ctrl) begin
        if (rst_ctrl) rst_dclk_sync <= 2'b11;
        else rst_dclk_sync <= {1'b0, rst_dclk_sync[1]};
    end
    wire rst_dclk = rst_dclk_sync[0];  
    reg d_in_frame;
    reg [5:0]dclk_count;  
    reg d_tog_drdy;
    reg d_tog_frame;
    always @(negedge dclk or posedge rst_dclk) begin
        if (rst_dclk) begin
            d_in_frame <= 1'b0;
            dclk_count <= 6'd0;
            d_tog_drdy <= 1'b0;
            d_tog_frame <= 1'b0;
        end else begin            
            if (!d_in_frame) begin
                if (drdy) begin
                    d_tog_drdy <= ~d_tog_drdy;
                    d_in_frame <= 1'b1;
                    dclk_count <= 6'd0;
                end
            end else begin
                dclk_count <= dclk_count + 6'd1;
                if (dclk_count == (READ_DCLKS - 1)) begin
                    d_in_frame <= 1'b0;
                    d_tog_frame <= ~d_tog_frame;
                end
            end
        end
    end
    (* ASYNC_REG = "TRUE" *) reg [2:0]cdc_drdy_sync;
    (* ASYNC_REG = "TRUE" *) reg [2:0]cdc_frame_sync;
    reg drdy_pulse, frame_pulse;
    always @(posedge clk_ctrl) begin
        if (rst_ctrl) begin
            cdc_drdy_sync <= 3'd0;
            cdc_frame_sync <= 3'd0;
            drdy_pulse <= 1'b0;
            frame_pulse <= 1'b0;
        end else begin
            cdc_drdy_sync <= {cdc_drdy_sync[1:0], d_tog_drdy};
            cdc_frame_sync <= {cdc_frame_sync[1:0], d_tog_frame};
            drdy_pulse  <= (cdc_drdy_sync[2]  ^ cdc_drdy_sync[1]);  
            frame_pulse <= (cdc_frame_sync[2] ^ cdc_frame_sync[1]);
        end
    end
    (* ASYNC_REG = "TRUE" *) reg [2:0]dclk_csync;
    reg dclk_sync, dclk_sync_q;
    reg [7:0]good_cnt;
    reg [7:0]tickspan;  
    reg [15:0]tick_counter;
    reg dclk_ok;
    reg [15:0]settle_counter;
    reg [7:0]last_cap;  
    reg have_cap;  
    wire settle_done = (settle_counter >= (SETTLE_TS_MIN * TS_TICKS));
    wire dclk_rise = (dclk_sync & ~dclk_sync_q);
    always @(posedge clk_ctrl) begin
        dclk_csync <= {dclk_csync[1:0], dclk};
        dclk_sync <= dclk_csync[2];
        dclk_sync_q <= dclk_sync;
        tick_counter <= tick_counter + 16'd1;
        if (rst_ctrl) begin
            good_cnt <= 8'd0;
            tickspan <= 8'd0;
            dclk_ok <= 1'b0;
            settle_counter <= 16'd0;
            tick_counter <= 16'd0;
            last_cap <= 8'd0;
            have_cap <= 1'b0;
        end else begin
            if (state == ST_DCLKCHK && (mmcm1_locked && mmcm2_locked)) begin  
                settle_counter <= settle_counter + 16'd1;
                if (dclk_rise) begin
                    if (have_cap) begin
                        tickspan <= (tick_counter[7:0] - last_cap);
                    end
                    last_cap <= tick_counter[7:0];
                    have_cap <= 1'b1;
                    if (have_cap && (tickspan >= (DCLK_RATIO_NOM - DCLK_RATIO_TOL)) &&
                        (tickspan <= (DCLK_RATIO_NOM + DCLK_RATIO_TOL))) begin
                        if (good_cnt != 8'hFF) good_cnt <= good_cnt + 8'd1;
                    end else begin
                        good_cnt <= 8'd0;
                    end
                    if (good_cnt >= DCLK_GOOD_COUNT) dclk_ok <= 1'b1;
                end
            end else begin
                good_cnt <= 8'd0;
                dclk_ok <= 1'b0;
                settle_counter <= 16'd0;
                have_cap <= 1'b0;
            end
        end
    end
    reg [15:0]hb_ctr;
    wire dclk_edge = (dclk_sync ^ dclk_sync_q);  
    wire hb_tripped = (hb_ctr >= HB_TIMEOUT_TICKS[15:0]);
    always @(posedge clk_ctrl) begin
        if (rst_ctrl) begin
            hb_ctr <= 16'd0;
        end else begin
            if (dclk_edge) hb_ctr <= 16'd0;
            else if (hb_ctr != 16'hFFFF) hb_ctr <= hb_ctr + 16'd1;
        end
    end
    reg realign_active;
    reg realign_pending;
    reg arm_pend;  
    reg [11:0]phase_cnt;
    wire at_wrap = (pwm_ctr == (PWM_TICKS[11:0] - 12'd1));
    wire almost_at_wrap = (pwm_ctr == (PWM_TICKS[11:0] - 12'd2));
    wire early_almost_wrap = pwm_ctr == (PWM_TICKS[11:0] - 12'd3);
    wire phase_hold = arm_pend && (phase_cnt < PWM_PHASE_OFFSET[11:0]);
    wire hold_pwm = (realign_active && at_wrap) || phase_hold;
    reg cmd_align_now;
    reg cmd_request_realign;
    always @(posedge clk_ctrl) begin
        if (rst_ctrl) begin
            pwm_ctr <= 12'd0;
            pwm_ctr_en <= 1'b0;  
            arm_pend <= 1'b0;
            phase_cnt <= 12'd0;
            realign_active <= 1'b0;
            realign_pending <= 1'b0;
        end else begin            
            if (cmd_align_now) begin
                pwm_ctr <= 12'd0;
                phase_cnt <= 12'd0;
                arm_pend <= (PWM_PHASE_OFFSET != 0);
                realign_active <= 1'b0;  
                realign_pending <= 1'b0;
                pwm_ctr_en <= 1'b1;
            end 
            else if (pwm_ctr_en && !hold_pwm) begin
                pwm_ctr <= at_wrap ? 12'd0 : (pwm_ctr + 12'd1);
            end
            if (arm_pend) begin
                if (phase_cnt == PWM_PHASE_OFFSET[11:0]) begin
                    arm_pend <= 1'b0;
                end else begin
                    phase_cnt <= phase_cnt + 12'd1;
                end
            end
            if (cmd_request_realign) begin
                realign_pending <= 1'b1;
            end
            if (realign_pending && almost_at_wrap && !hold_pwm) begin
                realign_active <= 1'b1;  
                realign_pending <= 1'b0;
            end
        end
    end
    reg seen_idx7;
    reg missed_deadline;
    wire idx7_this_tick = (frame_pulse && (drdy_idx == 3'd7));
    always @(posedge clk_ctrl) begin
        if (rst_ctrl) begin
            drdy_idx <= 3'd0;
            compute_trig <= 1'b0;
            seen_idx7 <= 1'b0;
            missed_deadline <= 1'b0;
        end else begin
            compute_trig <= 1'b0;  
            if (frame_pulse) begin
                if (state == ST_RUN && (drdy_idx == 3'd7)) begin
                    if (pwm_ctr < DEADLINE_TICKS) begin
                        compute_trig <= 1'b1;
                    end else begin
                        missed_deadline <= 1'b1;
                    end
                end
                drdy_idx <= drdy_idx + 3'd1;
            end
            if (idx7_this_tick) begin
                seen_idx7 <= 1'b1;
            end
            if (at_wrap && !hold_pwm) begin
                drdy_idx <= 3'd0;
                seen_idx7 <= 1'b0;
                missed_deadline <= 1'b0;
            end
            if (state == ST_DRDYWAIT || state == ST_REALIGN) begin
                drdy_idx <= 3'd0;
                seen_idx7 <= 1'b0;
                missed_deadline <= 1'b0;
            end
        end
    end
    reg need_realign;
    always @(posedge clk_ctrl) begin
        if (rst_ctrl) begin
            state <= ST_RESET;
            fault <= 1'b0;
            adc_sync_req <= 1'b0;
            cmd_align_now <= 1'b0;
            cmd_request_realign <= 1'b0;
            need_realign <= 1'b0;
        end else begin
            adc_sync_req <= 1'b0;
            fault <= 1'b0;
            cmd_align_now <= 1'b0;
            cmd_request_realign <= 1'b0;
            if (missed_deadline) need_realign <= 1'b1;
            case (state)
                ST_RESET: begin
                    need_realign <= 1'b0;
                    if (mmcm1_locked && mmcm2_locked) begin
                        state <= ST_DCLKCHK;
                    end
                end
                ST_DCLKCHK: begin
                    need_realign <= 1'b0;
                    if (mmcm1_locked && mmcm2_locked && dclk_ok && settle_done) begin
                        state <= ST_DRDYWAIT;
                    end
                end
                ST_DRDYWAIT: begin
                    need_realign <= 1'b0;
                    if (drdy_pulse) begin
                        cmd_align_now <= 1'b1;  
                        state <= ST_RUN;
                    end
                end
                ST_RUN: begin
                    if (need_realign && early_almost_wrap && !hold_pwm) begin
                        cmd_request_realign <= 1'b1;  
                    end
                    if (hb_tripped || !mmcm1_locked || !mmcm2_locked) begin
                        fault <= 1'b1;
                        adc_sync_req <= 1'b1;  
                        need_realign <= 1'b0;
                        state <= ST_FAULT;
                    end else begin
                        if (at_wrap) begin
                            if (!hold_pwm) begin
                                if (!(seen_idx7 || idx7_this_tick)) begin
                                    fault <= 1'b1;
                                    adc_sync_req <= 1'b1;
                                    need_realign <= 1'b0;
                                    state <= ST_FAULT;
                                end 
                                need_realign <= 1'b0;
                            end else begin
                                state <= ST_REALIGN;
                                need_realign <= 1'b0;
                            end
                        end
                    end
                end
                ST_REALIGN: begin
                    if (drdy_pulse) begin
                        cmd_align_now <= 1'b1;  
                        need_realign <= 1'b0;
                        state <= ST_RUN;
                    end
                end
                ST_FAULT: begin
                    fault <= 1'b1;
                    need_realign <= 1'b0;
                    if (mmcm1_locked && mmcm2_locked) begin
                        state <= ST_DCLKCHK;
                    end
                end
                default: state <= ST_RESET;
            endcase
        end
    end
endmodule
```

==> ci_impl_report.md <==
## Implementation flow summary

| Metric | Value |
|---|---|
| Outcome | complete, but fails checks |
| Violated checks | negative hold slack, negative setup slack |
| Die X | 137 um |
| Rows | 49 |
| Worst reg2reg setup slack | -0.67 ns |
| Crit path from | last_cap[1] |
| Post-Place Setup Slack | -0.765 ns |
| Final Hold Violating Endpoints | 1 |
| Core area | 0.0179 sq mm |
| Hold_ws | -0.129 ns |
| DRC viols | 0 |
| Largest net degree at the start of global routing | 25 |
| Post-synth seq share | 44.5% |
| Worst-path fanout max | 4 |
| WHS Path Cells | 2 |
| Worst flop-to-flop path endpoint | tickspan[7] |
| CP Launch Type | register |
| Leakage power | 3.75 nW |
| Synth Flop Type | dfxtp_1 |
| Count leader, synth | dfxtp_1 |
| Die area | 0.0188 sq mm |
| Worst clock skew | about 0.041 ns |
| RSZ-0062 raised after global routing | yes |
| Cells after synthesis | roughly 600 |
| Top cells by area, synth | dfxtp_1, nor2_1, ha_1 |
| Synth area leader | dfxtp_1 |
| Post-DR wirelength/cell | 13.8 um |
| Initial antenna violation count | 0 |
| Fillers | about 1400 |
| Final setup vio count | between 100 and 150 |
| Total power | 0.0125 W |
| Cell count in the Yosys report | slightly above 600 |
| CTS tree | done |
| Vias per inst | 4.85 |
| Worst endpoint data arrival time | 2.03 ns |
| Reg2Reg Depth | 7 |
| Nature of the critical path endpoint | register |
| Synth warn | 1 |
| Ys async rst share | 9.24% |
| Crit Path Category | register to register |
| Synth cell types | 71 |
| IO Port Bufs | 26 |
| GRT overflow | 0 |
| Detailed Route WL | 15200 um |
| Hold Startpoint | dclk |
| Number of detailed-route iterations in the first pass | 4 |
| Tool warnings | 35 |
| Core Util at FP | 30.6% |
| Final Instance Area | between 0.009 and 0.01 sq mm |
| # diodes | 0 |
| Max-Cap Viols | 0 |
| DR iter-0 viols | 201 |
| Syn_area_per_cell | roughly 9 sq um |
| I/O pin total | 28 |
| Syn Std Cell Area | ~0.0055 sq mm |
| Share of cells above drive strength 1 | 56.8% |
| Path type of the worst min-delay path | clock port to register |
| Tot GR Track Use | between 10% and 20% |
| Post-synth top cells | dfxtp_1, nor2_1, inv_1 |
| Clk slew on worst S/H paths | 0.08 ns |
| Area after DPL | 0.00757 sq mm |
| Post-layout util | 53.2% |
| Area grow syn2layout | 73.7% |
| Final ANT Viol Nets | 0 |
| Yosys chip area | between 0.005 and 0.006 sq mm |
| First-pass GRT wire length | between 20000 and 25000 um |
| PwrDens | 1320 mW/mm^2 |
| Slew Limit Fails | 0 |
| DP HPWL | roughly 8900 um |
| Final WS setup | -0.668 ns |
| Final Wtd Congestion | 0.848 |
| Die Height | between 100 and 150 um |
| Worst Hold End | dclk_csync[0] |
| Via count | 5330 |
| Number of global-route vias before repair | ~5300 |
| Worst Path Required | about 1.4 ns |
| Synth Register Bits | 119 |
| Post-synth EDFFs | 0 |
| Yosys top cell area share | around 40% |
| RR Startpoint | last_cap[1] |
| VDD IR max | 1.58 mV |
per-stage QoR:
step,setup TNS [ns],instances
floorplan,-24.31,609
global placement,-56.78,1006
detailed placement,-57.73,1006
CTS,-32.15,1090
global route,-39.83,1099
finish,-32.45,1099
where the power goes:
part           internal (W)  switching, W  total [W]  leakage [nW]
registers           0.00461      0.000283    0.00489          1.03
clock network       0.00299       0.00184    0.00483         0.244
logic               0.00164       0.00119    0.00283          2.48
total               0.00924       0.00331     0.0125          3.75
flip-flops by register name, summed over array words and instances, names as in the netlist, 6 cells and up:
name and cells:
tick_counter 8, tickspan 8, pwm_ctr 12, settle_counter 16, dclk_count 6, good_cnt 8
last_cap 8, hb_ctr 16
how the worst max path moves through the flow:
stage                          to  cells after the start  slack [ns]
final                 tickspan[7]                      7       -0.67
after global routing  tickspan[7]                      7       -0.73
after CTS             tickspan[7]                      7       -0.64
worst max-delay path, cell delays in order (launching register included):
cell and delay, ns:
dfxtp_2 0.34, inv_2 0.05, ha_4 0.20, nor2b_4 0.12
o21a_1 0.19, o31a_1 0.29, o211a_1 0.22, a211o_1 0.26
placed cells by master, fill, tap and decap left out, types with 13 or more instances in the layout:
cell type / count
a21oi_1: 14
buf_4: 162
buf_6: 81
clkbuf_16: 15
dfxtp_1: 58
dfxtp_2: 41
inv_1: 24
nand2_1: 24
nand3_1: 15
nand4_1: 15
nor2_1: 65
nor2_2: 21
xnor2_1: 13
xor2_1: 26
cell families after synthesis:
| logic type | synth area share, % |
|---|---|
| and+or+nand+nor | 24.9 |
| DFF | 44.5 |
| buffers and inverters | 3.75 |
| AOI/OAI and AO/OA | 11.8 |
| xor gates and xnor gates | 7.83 |
| adders and majority gates | 4.93 |
| muxes | 2.22 |
| other | 0.0684 |
routing by layer:
metal | GRT usage (%) | part of all wire, % | up-vias
li1 | - | - | 2657
met4 | 3.54 | 1.8 | 0
met5 | 0 | 0 | -
met1 | 22.8 | 48 | 2569
met2 | 26.6 | 47 | 79
met3 | 2.72 | 2.8 | 25
layout make-up:
class	count	area, sq um	area share [%]
Multi-Input combinational cell	441	3840	40.4
Clock inverter	9	113	1.18
Sequential cell	119	2520	26.5
Clock buffer	16	379	3.98
Inverter	30	113	1.18
Timing Repair Buffer	255	2260	23.7
Tap cell	229	287	3.01
what timing repair did:
| action | 4_1_cts | 5_1_grt |
|---|---|---|
| setup buffers | 59 | 35 |
| resized | 229 | 109 |
| hold endpoints to repair | 0 | 0 |
| hold buffers | 0 | 0 |
| pin swaps | 93 | 83 |
| cloned | 5 | 1 |
| setup endpoints to repair | 135 | 121 |
Power is estimated from default activity; no workload was simulated.
